==> flow/design.v <==
`timescale 1ns/1ps
module counter(
    input clk,
    input rst_n,
    output reg [4:0]ocnt
);
always@(posedge clk or negedge rst_n)
if (!rst_n) begin
    ocnt <= 5'd0;
end
else ocnt <= ocnt + 5'd1;
endmodule
==> flow/run.sh <==
#!/bin/bash
# OpenROAD 26Q1-2900-gdf79404cd8, Yosys 0.63+post, stock flow scripts
make -C /OpenROAD-flow-scripts/flow DESIGN_CONFIG=/design/flow/config.mk WORK_HOME=/design/flow/orfs finish
==> flow/config.mk <==
export PLATFORM = sky130hd
export DESIGN_NAME = counter
export DESIGN_NICKNAME = counter
export VERILOG_FILES = /design/flow/design.v
export SDC_FILE = /design/flow/constraint.sdc
export NUM_CORES = 4
export LEC_CHECK = 1
export CORE_AREA = 10 10 70 70
export DIE_AREA = 0 0 80 80
==> flow/constraint.sdc <==
current_design counter

set clk_period 1.6
set clk_io_pct 0.2

create_clock -name clk0 -period $clk_period [get_ports {clk}]

set non_clock_inputs [all_inputs -no_clocks]
set_input_delay [expr $clk_period * $clk_io_pct] -clock clk0 $non_clock_inputs
set_output_delay [expr $clk_period * $clk_io_pct] -clock clk0 [all_outputs]
==> changes_impl.md <==
### Implementation results

- Slowest CP cell: clkdlybuf4s50_1
- Dominant cell area share: 0.704
- Tmin final: 1.46 ns
- Regs by FF count: ocnt: 5 flops
- Layout filler cell count: about 400
- Post-DP Area: roughly 300 sq um
- Antenna viol nets, final: 0
- Setup crit end kind: primary output
- Fin crit share: 0.915
- Synth cell types: 6
- Syn Inst Count: 12
- Cell Count, Final, Fillers Out: just under 70
- Fraction of layout cells with a size suffix above 1: 0.136
- MI comb area: approximately 50 sq um
- CTS H-tree lvls: 1
- First-pass GRT wire length: ~660 microns
- Slew margin rel.: 0.848
- Worst Setup Path Type: flip-flop to primary output
- Die height: 80 microns
- Top reg by flops: ocnt
- Most used logic cell in the final layout: clkdlybuf4s50_1
- Vias post-DR: roughly 120
- Drt total wl: approximately 430 microns
- Core Region: between 3000 and 4000 sq um
- P per Cell Area: ~850 nW/um^2
- Crit-path max cell delay: 0.52 ns
- Vias/cell: 1.78
- # DRC: 0
- Diodes inserted: 0
- Clk sink count: 5
- Arr. time, crit path: approximately 1.1 ns
- Number of flip-flops under the largest register name: 5
- Startpoint types: flip-flop
- RD Place Congestion: approximately 0.70
- Total grt overflow: 0
- Worst-path fanout max: 4
- Status: completed
- Leakage: between 0.1 and 0.15 nW
- # Cells Yosys: 12
- Fmax: 683 MHz
- Post-cts gate resize count: 0
- TritonCTS buffer count: 3
- Max-Cap Viols: 0
- Flop area: 125 sq um
- Global Route Usage Sum: 0.0158
- Hold Path Class: input port to asynchronous set/reset pin
- CP Buf/Inv Count: 1
- Peak supply drop: approximately 0.00011 V
- Synth Seq Share: 0.704
- Starting DRT DRC Count: 4
- YS warnings: 1
- Cell family with most CP delay: buffers and inverters
- Unrepaired setup endpoints after global routing: no
- TritonCTS clock tree: built
- Chip Width: around 80 microns
- DR WL/cell: 6.38 microns
- Die ar.: 6400 sq um
- Leading area contributor after synthesis: dfrtp_1
- Tool Warnings: 25
- Ys flops: 5
- Final setup vio count: 0
- Std-Cell Rows: 21
- Placed cells: 64
- Mapped Area: between 150 and 200 sq um
- Largest net degree at the start of global routing: 6
- Worst skew pair latency: around 0.24 ns
- Worst-margin pin slew: 0.227 ns
- Clock skew: ~0.004 ns
- Initial antenna violation count: 0
- Final Slew Violations: 0
- CTS Hold Bufs: 0
- Final instance area: approximately 320 sq um
- First drt pass iteration count: 2
- Vias in the first global route: between 100 and 150
- Clock transition at the registers of the reported paths: ~0.040 ns
- Most instantiated logic cells after routing: clkdlybuf4s50_1, dfrtp_1, clkbuf_4, nand3_1, xnor2_1
- Fin Setup TNS: 0 ns
- Yosys chip area: roughly 180 sq um
- # port buffers: 6
- Initial Utilization: 0.0520
- Synthesized area per cell: roughly 15 sq um
- CTS Buffer Depth: 2
- Crit path DRT: between 1 and 1.5 ns
- Area grow syn2layout: 81.0%
- Critical Path, Cell by Cell: clkdlybuf4s50_1
- Postcts setup bufs: 0
- Ports: 7
- Top cells by area: dfrtp_1, xnor2_1, ha_1, nand3_1, xor2_1
- Hold slack: 0.300 ns
- Root buf cell: clkbuf_4
- Hold Fails Final Rpt: 0
==> path summary, 6_finish.rpt <==
path / start / end / cells after the start / slack, ns
worst max-delay path: ocnt[0] / ocnt[0] / 1 / 0.14
worst min-delay path: rst_n / ocnt[4] / 1 / 0.30
worst max register to register: ocnt[0] / ocnt[4] / 3 / 0.64
worst min register to register: ocnt[0] / ocnt[0] / 1 / 0.49
max in group asynchronous: rst_n / ocnt[0] / 1 / 1.11
min in group clk0: ocnt[0] / ocnt[0] / 1 / 0.49
==> kinds of logic after synthesis <==
logic type                 synth area share
DFF                                   0.704
adders and majority gates            0.0704
xor gates and xnor gates              0.148
and+or+nand+nor                      0.0563
buffers and inverters                0.0211
==> power by group <==
group	total, mW	internal (mW)	leakage (nW)	switching (mW)
logic	0.00447	0.00217	0.0488	0.00230
registers	0.127	0.127	0.0653	0
clock network	0.143	0.0941	0.0150	0.0488
==> metrics by stage <==
step / power, mW / utilization / worst slack, ns
after global placement: 0.133 / 0.0864 / 0.387
final: 0.274 / 0.0941 / 0.136
after detailed placement: 0.133 / 0.0864 / 0.388
after floorplan: 0.129 / - / 0.739
after CTS: 0.279 / 0.0941 / 0.122
after global routing: 0.289 / 0.0941 / 0.0568
==> Yosys cell counts (all sizes together) <==
cell type and count:
dfrtp 5, ha 1, inv 1, nand3 2
xnor2 2, xor2 1
==> cell type report <==
class,count,area share
multi-input cells,6,0.152
well taps,46,0.179
repair buffers,6,0.187
clock buffers,4,0.0817
flip-flops and latches,5,0.389
inverters,1,0.0117
==> per-layer routing <==
| metal | wire, microns | vias to the layer above | GRT usage | part of all wire |
|---|---|---|---|---|
| li1 | - | 58 | - | - |
| met3 | 168 | 0 | 0.0341 | 0.39 |
| met4 | 0 | 0 | 0.00352 | 0 |
| met5 | 0 | - | 0 | 0 |
| met1 | 161 | 53 | 0.0134 | 0.37 |
| met2 | 104 | 10 | 0.0128 | 0.24 |
Power figures rest on the tool's default switching activity, not on a simulated workload.
